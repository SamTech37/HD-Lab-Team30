<file path="design/flow/config.mk">
export PLATFORM = sky130hd
export DESIGN_NAME = Carry_Look_Ahead_Adder_8bit
export DESIGN_NICKNAME = Carry_Look_Ahead_Adder_8bit
export VERILOG_FILES = /design/flow/design.v
export SDC_FILE = /design/flow/constraint.sdc
export NUM_CORES = 4
export LEC_CHECK = 1
export CORE_AREA = 10 10 70 70
export DIE_AREA = 0 0 80 80
</file>
<file path="design/flow/constraint.sdc">
current_design Carry_Look_Ahead_Adder_8bit

set clk_period 4.9
set clk_io_pct 0.2

create_clock -name clk0 -period $clk_period

set non_clock_inputs [all_inputs -no_clocks]
set_input_delay [expr $clk_period * $clk_io_pct] -clock clk0 $non_clock_inputs
set_output_delay [expr $clk_period * $clk_io_pct] -clock clk0 [all_outputs]
</file>
<file path="design/flow/design.v">
`timescale 1ns/1ps
module NOT(out, a);
input a;
output out;
nand NAND1(out, a ,a);
endmodule 
module AND(out, a, b);
input a, b;
output out;
wire temp;
nand NAND1(temp, a, b);
NOT N1(out, temp);
endmodule
module OR(out, a, b);
input a, b;
output out;
wire abar, bbar;
NOT N1(abar, a);
NOT N2(bbar, b);
nand NAND1(out, abar, bbar);
endmodule
module NOR(out, a, b);
input a, b;
output out;
wire temp;
OR O1(temp, a, b);
NOT N1(out, temp);
endmodule
module XOR(out, a, b);
input a, b;
output out;
wire abar, bbar, temp1, temp2;
NOT N1(abar, a);
NOT N2(bbar, b);
AND A1(temp1, a, bbar);
AND A2(temp2, b, abar);
OR O1(out, temp1, temp2);
endmodule
module XNOR(out, a, b);
input a, b;
output out;
wire abar, bbar, temp1, temp2;
NOT N1(abar, a);
NOT N2(bbar, b);
AND A1(temp1, a, b);
AND A2(temp2, bbar, abar);
OR O1(out, temp1, temp2);
endmodule
module HHalf_Adder(a, b, cout, sum);
input a, b;
output cout, sum;
XOR XO1(sum, a, b);
AND A1(cout, a, b);
endmodule
module FFull_Adder (a, b, cin, sum);
input a, b, cin;
output sum;
wire tempc, temps, tc;
HHalf_Adder H1(a, b, tempc, temps);
HHalf_Adder H2(cin, temps, tc, sum);
endmodule
module PG_Produce(a, b, p, g);
input [3:0] a, b;
output [3:0] p, g;
AND A1(g[0], a[0], b[0]);
OR O1(p[0], a[0], b[0]);
AND A2(g[1], a[1], b[1]);
OR O2(p[1], a[1], b[1]);
AND A3(g[2], a[2], b[2]);
OR O3(p[2], a[2], b[2]);
AND A4(g[3], a[3], b[3]);
OR O4(p[3], a[3], b[3]);
endmodule
module Carry_Look_Ahead_Gen_4bit(c, a, b, g, p, s);
input c;
input [3:0] a, b;
output [3:0] g, p, s;
wire [3:0] g, p;
wire [4:1] cout;
PG_Produce PP1(a, b, p, g);
wire t0, t1, t2, t3;
AND A1(t0, p[0], c);
OR O1(cout[1], g[0], t0);
AND A2(t1, p[1], cout[1]);
OR O2(cout[2], g[1], t1);
AND A3(t2, p[2], cout[2]);
OR O3(cout[3], g[2], t2);
FFull_Adder FA1(a[0], b[0], c, s[0]);
FFull_Adder FA2(a[1], b[1], cout[1], s[1]);
FFull_Adder FA3(a[2], b[2], cout[2], s[2]);
FFull_Adder FA4(a[3], b[3], cout[3], s[3]);
endmodule
module Carry_Look_Ahead_Gen_2bit(cin, g, p, cout);
input cin;
input [3:0] g, p;
output cout;
wire pg, gg, t1, t2, t3, t4, t5, t6, t7, o1, o2;
AND A1(t1, p[0], p[1]); 
AND A2(t2, p[2], p[3]); 
AND A3(pg, t1, t2);
AND A4(t3, g[2], p[3]); 
AND A6(t4, t2, g[1]); 
AND A7(t5, g[0], p[1]); 
AND A8(t6, t2, t5); 
OR O1(o1, g[3], t3);
OR O2(o2, t4, t6);
OR O3(gg, o1, o2);
AND A9(t7, pg, cin);
OR O4(cout, t7, gg);
endmodule
module Carry_Look_Ahead_Adder_8bit(a, b, c0, s, c8);
input [8-1:0] a, b;
input c0;
output [8-1:0] s;
output c8;
wire [3:0] g1, g2, p1, p2;
wire c4;
Carry_Look_Ahead_Gen_4bit CLA4_1(c0, a[3:0], b[3:0], g1, p1, s[3:0]);
Carry_Look_Ahead_Gen_2bit CLA2_1(c0, g1, p1, c4);
Carry_Look_Ahead_Gen_4bit CLA4_2(c4, a[7:4], b[7:4], g2, p2, s[7:4]);
Carry_Look_Ahead_Gen_2bit CLA2_2(c4, g2, p2, c8);
endmodule
</file>
<file path="design/flow/run.sh">
#!/bin/bash
# OpenROAD 26Q1-2900-gdf79404cd8, Yosys 0.63+post, stock flow scripts
make -C /OpenROAD-flow-scripts/flow DESIGN_CONFIG=/design/flow/config.mk WORK_HOME=/design/flow/orfs finish
</file>
==> results.txt <==
met3 Usage GRT: 0.6818%
Critical Path AT: 3750 ps
Remaining Overflow, GRT: 0
GRT Resource Usage Total: 3.886%
Yosys warnings: 0
global-route wire length before repair: 2.070 mm
# diodes: 0
Max Cap Viol: 0
worst-path maximum fanout: 3
flop count: 0
Worst Path Required: 3920 ps
port bufs: 26
DRT Wirelength: 1.256 mm
critical path capture point type: output pin
clock buffer count: 0
leakage power: 0.4452 nW
busiest grt layer: met2
fin crit share: 96.45%
met1 usage: 5.458%
cells after synthesis: 64
Post-Route Setup TNS: 0 ps
worst min-delay path class: in -> out
DR vias: 439
synth unique cells: 14
Site Rows: 21
Seq/Total Area, Yosys: 0%
Avg WL per Cell: 9.235 um
sequential cell area: 0 um2
Die X: 80 um
yosys stat area: 546.8 um2
OpenROAD warning count: 46
die area: 6400 um2
Inst Count DP: 135
final hold vios: 0
number of iterations in the first detailed-routing pass: 2
fraction of layout cells with a size suffix above 1: 14.44%
Max Slew Vio Count: 0
cells in synth_stat.txt: 64
peak supply drop: 0.00003631 V
Chip Height: 80 um
vias per cell: 3.228
P per Cell Area: 92.07 nW/um2
vias in the first global route: 460
status: finished, final reports clean
fmax: 0.2116 GHz
dpl hpwl: 1.210 mm
IO Count: 26
CP Launch Type: input port
antenna violations before repair: 0
Slew headroom: 82.63%
crit path kind: in -> out
P&R area growth vs syn: 59.95%
core area: 3416 um2
Slew @ Worst Pin: 258.2 ps
fp_density: 16.01%
Top cell excl fill/tap: clkdlybuf4s50_1
Placer Congestion: 0.7214
post-route insts no fill: 136
final instance area: 874.6 um2
global-route met2 utilization: 6.421%
final-report setup violation count: 0
Cell Area, Synth: 546.8 um2
Final min period: 4726 ps
drt drc: 0
most frequent logic cells in the routed design: clkdlybuf4s50_1, inv_1, ha_1, buf_4
Util after Layout: 25.60%
tally of filler cells in the layout: 380
logic area: 417.9 um2
Starting DRT DRC Count: 2
RSZ-0062 raised after global routing: false
post-route ant nets: 0
area post-placement: 857.1 um2
syn_area_per_cell: 8.543 um2
pin count of the biggest net entering global routing: 4
==> what timing repair did <==
item | 4_1_cts | 5_1_grt
gates resized | 0 | 4
setup endpoints to repair | 0 | 2
hold buffers | 0 | 0
buffers inserted | 0 | 1
==> Yosys cell counts <==
master / count / share of area, %
nor4_1: 1 / 1.1
nor2b_1: 1 / 1.1
nor3_1: 1 / 0.91
inv_1: 21 / 14
nand2_1: 1 / 0.69
a211o_1: 1 / 1.6
ha_1: 16 / 37
a221oi_2: 1 / 2.7
nor2_1: 3 / 2.1
buf_4: 8 / 11
a221oi_1: 1 / 1.6
fa_1: 6 / 22
o21ai_0: 1 / 0.91
xor2_1: 2 / 3.2
==> routing by layer <==
layer | wire (um) | share of wire, %
met1 | 612 | 49
met4 | 0 | 0
met3 | 82 | 6.5
met5 | 0 | 0
met2 | 561 | 45
==> worst max-delay path, cell delays in order <==
cell and delay [ps]:
clkdlybuf4s50_1 420, inv_1 70, ha_2 190, inv_1 50, a221oi_2 240, nand2_1 110, fa_2 350, fa_2 340
fa_2 530, clkdlybuf4s50_1 460
==> final cells by class <==
type                            instances  share of cell area (%)
Inverter                               21                   9.013
Multi-Input combinational cell         35                   47.78
Tap cell                               46                   6.581
Timing Repair Buffer                   34                   36.62
==> cells by family (layout without fill, tap and decap cells) <==
kind of cell | after synthesis | in the layout | synth area share [%]
buf+inv | 29 | 55 | 25.40
fa+ha+maj | 22 | 22 | 58.58
simple gates | 7 | 7 | 5.949
compound gates | 4 | 4 | 6.864
xor+xnor | 2 | 2 | 3.204
==> report_power, final <==
part | internal, W | total, W | switching, W
combinational | 0.0000546 | 0.0000805 | 0.0000259
sequential | 0 | 0 | 0
clock | 0 | 0 | 0
total | 0.0000546 | 0.0000805 | 0.0000259
==> worst paths after layout <==
path	from	endpoint	slack (ps)	depth (start not counted)
min	c0	s[0]	3020	5
max	a[3]	s[6]	170	10
==> stage by stage <==
stage	worst slack [ps]	total power [W]	hold WS (ps)
6_report	173.8	0.00008052	3022
5_1_grt	5.695	0.00009084	3048
3_5_place_dp	30.84	0.00008077	3027
4_1_cts	1.407	0.00008182	3029
3_3_place_gp	45.08	0.00007977	3022
2_1_floorplan	936.3	0.00003906	2136
Power figures rest on the tool's default switching activity, not on a simulated workload.
