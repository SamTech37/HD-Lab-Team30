==> flow/design.v <==
`timescale 1ns/1ps
module Multiplier_4bit(a, b, p);
input [4-1:0] a, b;
output [8-1:0] p;
wire [4-1:0] tp0, tp1, tp2, tp3;
MyAnd A1(tp0[0],a[0],b[0]);
MyAnd A2(tp0[1],a[1],b[0]);
MyAnd A3(tp0[2],a[2],b[0]);
MyAnd A4(tp0[3],a[3],b[0]);
MyAnd A5(tp1[0],a[0],b[1]);
MyAnd A6(tp1[1],a[1],b[1]);
MyAnd A7(tp1[2],a[2],b[1]);
MyAnd A8(tp1[3],a[3],b[1]);
MyAnd A9(tp2[0],a[0],b[2]);
MyAnd A10(tp2[1],a[1],b[2]);
MyAnd A11(tp2[2],a[2],b[2]);
MyAnd A12(tp2[3],a[3],b[2]);
MyAnd A13(tp3[0],a[0],b[3]);
MyAnd A14(tp3[1],a[1],b[3]);
MyAnd A15(tp3[2],a[2],b[3]);
MyAnd A16(tp3[3],a[3],b[3]);
wire [4-1:0] sum1, sum2, sum3;
wire [4-1:0] aug1, aug2, aug3;
wire co1,co2,co3;
Concat cat1(tp0[1],tp0[2],tp0[3],0,aug1);
RCA_4bit add1(tp1,aug1,co1,sum1);
Concat cat2(sum1[1],sum1[2],sum1[3],co1,aug2);
RCA_4bit add2(tp2,aug2,co2,sum2);
Concat cat3(sum2[1],sum2[2],sum2[3],co2,aug3);
RCA_4bit add3(tp3,aug3,co3,sum3);
MyAnd buf0(p[0],tp0[0],1);
MyAnd buf1(p[1],sum1[0],1);
MyAnd buf2(p[2],sum2[0],1);
MyAnd buf3(p[3],sum3[0],1);
MyAnd buf4(p[4],sum3[1],1);
MyAnd buf5(p[5],sum3[2],1);
MyAnd buf6(p[6],sum3[3],1);
MyAnd buf7(p[7],co3,1);
endmodule
module Concat(in0,in1,in2,in3,out);
input in0,in1,in2,in3;
output [4-1:0] out;
MyAnd a0(out[0],in0,1);
MyAnd a1(out[1],in1,1);
MyAnd a2(out[2],in2,1);
MyAnd a3(out[3],in3,1);
endmodule
module RCA_4bit(a,b,cout,sum);
input [4-1:0] a,b;
output [4-1:0] sum;
output cout;
wire [4-1:0] c;
Full_Adder fa0(a[0],b[0], 0,c[1],sum[0]);
Full_Adder fa1(a[1],b[1],c[1],c[2],sum[1]);
Full_Adder fa2(a[2],b[2],c[2],c[3],sum[2]);
Full_Adder fa3(a[3],b[3],c[3],cout,sum[3]);
endmodule
`timescale 1ns/1ps
module Ripple_Carry_Adder(a, b, cin, cout, sum);
input [8-1:0] a, b;
input cin;
output cout;
output [8-1:0] sum;
wire [8-1:0] c;
Full_Adder fa0(a[0],b[0],cin,c[1],sum[0]);
Full_Adder fa1(a[1],b[1],c[1],c[2],sum[1]);
Full_Adder fa2(a[2],b[2],c[2],c[3],sum[2]);
Full_Adder fa3(a[3],b[3],c[3],c[4],sum[3]);
Full_Adder fa4(a[4],b[4],c[4],c[5],sum[4]);
Full_Adder fa5(a[5],b[5],c[5],c[6],sum[5]);
Full_Adder fa6(a[6],b[6],c[6],c[7],sum[6]);
Full_Adder fa7(a[7],b[7],c[7],cout,sum[7]);
endmodule
module Half_Adder(a, b, cout, sum);
input a, b;
output cout, sum;
MyAnd a1(cout,a,b);
MyXor ex(sum,a,b);
endmodule
module Full_Adder (a, b, cin, cout, sum);
input a, b, cin;
output cout, sum;
wire s0;
Majority maj(a,b,cin,cout);
Half_Adder ha1(.a(a), .b(b), .sum(s0));
Half_Adder ha2(.a(s0), .b(cin), .sum(sum));
endmodule
module Majority(a, b, c, out);
input a, b, c;
output out;
wire t0,t1,t2,t3;
MyAnd a1(t0,a,b);
MyAnd a2(t1,b,c);
MyAnd a3(t2,c,a);
MyXor ex1(t3,t0,t1);
MyXor ex2(out,t2,t3);
endmodule
`timescale 1ns/1ps
module NAND_Implement (a, b, sel, out);
input a, b;
input [3-1:0] sel;
output out;
wire t0,t1,t2,t3,t4,t5,t6;
wire s1,s2;
nand(t0,a,b);
MyAnd a1(t1,a,b);
MyOr o1(t2,a,b);
MyNor no1(t3,a,b);
MyXor ex(t4,a,b);
MyXnor exn(t5,a,b);
MyNot neg(t6,a);
MUX_4x1 m1(t0,t1,t2,t3, sel[1:0],s1);
MUX_4x1 m2(t4,t5,t6,t6, sel[1:0],s2);
MUX_2x1 m3(s1,s2,sel[2], out);
endmodule
module MUX_2x1(a,b,sel,out);
input a,b, sel;
output out;
wire t1,t2;
wire nsel;
MyNot neg(nsel,sel);
MyAnd a1(t1, a,nsel);
MyAnd a2(t2, b,sel);
MyOr o1(out, t1,t2);
endmodule
module MUX_4x1(a,b,c,d,sel,out);
input a,b,c,d;
input [2-1:0] sel;
output out;
wire t1,t2;
MUX_2x1 m1(a,b,sel[0],t1);
MUX_2x1 m2(c,d,sel[0],t2);
MUX_2x1 m3(t1,t2,sel[1],out);
endmodule
module MyNot(f,a);
input a;
output f;
nand(f,a,a);
endmodule
module MyAnd(f,a,b);
input a,b;
output f;
wire temp;
nand(temp,a,b);
MyNot n1(f,temp);
endmodule
module MyOr(f,a,b);
input a,b;
output f;
wire t1,t2;
MyNot n1(t1,a);
MyNot n2(t2,b);
nand(f,t1,t2);
endmodule
module MyNor(f,a,b);
input a,b;
output f;
wire t;
MyOr o1(t,a,b);
MyNot neg(f,t);
endmodule
module MyXor(f,a,b);
input a,b;
output f;
wire na,nb;
wire t1,t2;
MyNot neg1(na,a);
MyNot neg2(nb,b);
MyAnd a1(t1,na,b);
MyAnd a2(t2,a,nb);
MyOr o1(f,t1,t2);
endmodule
module MyXnor(f,a,b);
input a,b;
output f;
wire t;
MyXor exor(t,a,b);
MyNot neg(f,t);
endmodule
==> flow/run.sh <==
#!/bin/bash
# OpenROAD 26Q1-2900-gdf79404cd8, Yosys 0.63+post, stock flow scripts
make -C /OpenROAD-flow-scripts/flow DESIGN_CONFIG=/design/flow/config.mk WORK_HOME=/design/flow/orfs finish
==> flow/config.mk <==
export PLATFORM = sky130hd
export DESIGN_NAME = Multiplier_4bit
export DESIGN_NICKNAME = Multiplier_4bit
export VERILOG_FILES = /design/flow/design.v
export SDC_FILE = /design/flow/constraint.sdc
export NUM_CORES = 4
export LEC_CHECK = 1
export CORE_AREA = 10 10 70 70
export DIE_AREA = 0 0 80 80
==> flow/constraint.sdc <==
current_design Multiplier_4bit

set clk_period 7.8
set clk_io_pct 0.2

create_clock -name clk0 -period $clk_period

set non_clock_inputs [all_inputs -no_clocks]
set_input_delay [expr $clk_period * $clk_io_pct] -clock clk0 $non_clock_inputs
set_output_delay [expr $clk_period * $clk_io_pct] -clock clk0 [all_outputs]
==> run notes <==
run metrics: total track usage=2.82%, Synth cell types=6, Max-slew headroom=90.5%, count of input and output buffers=16, outcome=finished clean, period utilization=95.4%, simple share=20.8%, first-pass GRT wire length=1510 um, mean area per synthesized cell=8.29 sq um, final hold vios=0, Worst Setup Start Kind=input pin, final antenna-violating net count=0, die width=80 um, DP Area=556 sq um, adder share=52.8%, number of sequential storage elements=0, top-area cell type share of the netlist area=40.3%, CP arrival=5.88 ns, max incr delay on CP=0.52 ns, Std-Cell Rows=21, FP Util=11.6%, critical path's most frequent cell=fa_1, drt first pass iters=4, crit path kind=in2out, core area=0.00342 sq mm, Final setup viols=0, Slowest cell on crit path=clkdlybuf4s50_1, FILL cells=385, sequential fraction of the synthesis area=0%, worst slew pin tran=0.141 ns, P&R area growth vs syn=39.6%, fmax=134 MHz, unrepaired setup endpoints after global routing=no, max-slew violations=0, GR Overflow Total=0, leading area contributor after synthesis=fa_1, Die Ht=80 um, Yosys Chip Area=398 sq um, vias in the first global route=339, DR iter-0 viols=2, Leakage=0.251 nW, most frequent cells in the layout=clkdlybuf4s50_1 (16), inv_1 (12), and2_1 (9), fa_1 (8), nand2_1 (7), WL/cell=7.76 um, Critical Path End Type=primary output, number of cells in Yosys stat=48, Die Area=0.00640 sq mm, Top cells by area=fa_1 (40%), buf_4 (15%), and2_1 (14%), mux share=0%, number of synthesis warnings=14, yosys aoi share=0%, post-synthesis xor/xnor area fraction=0%, CTS Hold Bufs=0, Max rail drop VDD=0.00854 mV, WHS=4.13 ns, Req. time, crit path=6.24 ns, Worst Path Max Fanout=4, fin util=16.3%, Detailed Place HPWL=774 um, io pins=16, WL final=792 um, Post-Syn Instances=48, largest net degree at the start of global routing=5, CTS resizes=0, Placer Congestion=0.718, CP cell instances=clkdlybuf4s50_1 -> and2_1 -> ha_1 -> inv_1 -> fa_1 -> fa_1 -> inv_1 -> fa_1 -> fa_1 -> inv_1 -> fa_1 -> fa_1 -> inv_1 -> fa_1 -> clkdlybuf4s50_1, post-layout min period=7.44 ns, Sequential Area=0 sq um, Main logic family=adder cells, Setup TNS=0 ns, most instantiated logic cell after routing=clkdlybuf4s50_1, Antenna diodes=0, synthesized area=398 sq um, Tool Warnings=32, vias per cell=2.80, vias=286, clkbuf count=0, Hold Path Class=in2out, DR DRC count=0, ratio of cells with drive above 1 in the final layout=0%, Post-CTS Setup Repair Bufs=0, antenna violations before repair=0, Max Cap Viol=0, Power Density=66.3 mW/mm^2, design area=556 sq um
[critical path: cells and delay by family]
family        cells  cell delay [ns]
fa+ha+maj         8             3.03
buf+inv           6             1.15
simple gates      1             0.14
[stage by stage]
step                      total power, mW  instances  setup slack, ns
after CTS                          0.0390        102            0.301
after global placement             0.0390        102            0.309
final                              0.0368        102            0.359
after global routing               0.0450        102           0.0561
after detailed placement           0.0386        102            0.308
after floorplan                    0.0248         48             1.25
[final timing paths]
| check | start | end | slack [ns] | cells past startpoint |
|---|---|---|---|---|
| worst min-delay path | b[0] | p[0] | 4.13 | 3 |
| worst max-delay path | b[1] | p[6] | 0.36 | 15 |
[cell families (layout without fill, tap and decap cells)]
logic type / Yosys count / in the layout
fa+ha+maj: 12 / 12
simple gates: 16 / 16
buf+inv: 20 / 28
[Yosys cell counts]
cell and count:
inv_1 12, and2_1 9, buf_4 8, fa_1 8, nand2_1 7, ha_1 4
[final cells by class]
class / instances / area [sq um] / share of cell area, %
inverters: 12 / 45.0 / 8.11
multi-input cells: 28 / 293 / 52.7
well taps: 46 / 57.6 / 10.4
repair buffers: 16 / 160 / 28.8
[routing by layer]
layer | GRT usage (%) | share of wire, % | routed length (um) | vias up
li1 | - | - | - | 145
met1 | 3.18 | 37 | 296 | 134
met2 | 5.62 | 55 | 437 | 7
met3 | 0.455 | 7.3 | 58 | 0
met4 | 0 | 0 | 0 | 0
met5 | 0 | 0 | 0 | -
[power by group]
part | switching (mW) | total [mW] | internal, mW
registers | 0 | 0 | 0
clock network | 0 | 0 | 0
logic | 0.0124 | 0.0368 | 0.0244
total | 0.0124 | 0.0368 | 0.0244
Power figures rest on the tool's default switching activity, not on a simulated workload.
