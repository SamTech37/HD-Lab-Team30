`./design.v`:
```
`timescale 1ns/1ps
module Multi_Bank_Memory (clk, ren, wen, waddr, raddr, din, dout);
input clk;
input ren, wen;
input [11-1:0] waddr;
input [11-1:0] raddr;
input [8-1:0] din;
output reg [8-1:0] dout;
wire [2-1:0] sub_raddr;
wire [2-1:0] sub_waddr;
wire [8-1:0] tdout0, tdout1, tdout2, tdout3;
assign sub_raddr = raddr[10:9];
assign sub_waddr = waddr[10:9];
Bank_Memory BM0(
    .clk(clk),
    .ren(ren),
    .wen(wen && (sub_waddr == 2'b00)),
    .waddr(waddr),
    .raddr(raddr),
    .din(din),
    .tdout(tdout0)
);
Bank_Memory BM1(
    .clk(clk),
    .ren(ren),
    .wen(wen && (sub_waddr == 2'b01)),
    .waddr(waddr),
    .raddr(raddr),
    .din(din),
    .tdout(tdout1)
);
Bank_Memory BM2(
    .clk(clk),
    .ren(ren),
    .wen(wen && (sub_waddr == 2'b10)),
    .waddr(waddr),
    .raddr(raddr),
    .din(din),
    .tdout(tdout2)
);
Bank_Memory BM3(
    .clk(clk),
    .ren(ren),
    .wen(wen && (sub_waddr == 2'b11)),
    .waddr(waddr),
    .raddr(raddr),
    .din(din),
    .tdout(tdout3)
);
always @(posedge clk) begin
    if (ren) begin
        case (sub_raddr)
            2'b00: dout <= tdout0;
            2'b01: dout <= tdout1;
            2'b10: dout <= tdout2;
            2'b11: dout <= tdout3;
        endcase
    end
    else
        dout <= 8'b0000_0000;  
end
endmodule
module Bank_Memory (clk, ren, wen, waddr, raddr, din, tdout);
input clk;  
input ren, wen;
input [11-1:0] waddr;
input [11-1:0] raddr;
input [8-1:0] din;
output [8-1:0] tdout;
wire [2-1:0] sub_sub_raddr;
wire [2-1:0] sub_sub_waddr;
wire [8-1:0] fdout0, fdout1, fdout2, fdout3;
assign sub_sub_raddr = raddr[8:7];
assign sub_sub_waddr = waddr[8:7];
Sub_Bank_Memory SBM0(
    .clk(clk),
    .ren(ren && (sub_sub_raddr == 2'b00)),
    .wen(wen && (sub_sub_waddr == 2'b00)),
    .addr((sub_sub_raddr == 2'b00) ? raddr[6:0] : waddr[6:0]),
    .din(din),
    .fdout(fdout0)
);
Sub_Bank_Memory SBM1(
    .clk(clk),
    .ren(ren && (sub_sub_raddr == 2'b01)),
    .wen(wen && (sub_sub_waddr == 2'b01)),
    .addr((sub_sub_raddr == 2'b01) ? raddr[6:0] : waddr[6:0]),
    .din(din),
    .fdout(fdout1)
);
Sub_Bank_Memory SBM2(
    .clk(clk),
    .ren(ren && (sub_sub_raddr == 2'b10)),
    .wen(wen && (sub_sub_waddr == 2'b10)),
    .addr((sub_sub_raddr == 2'b10) ? raddr[6:0] : waddr[6:0]),
    .din(din),
    .fdout(fdout2)
);
Sub_Bank_Memory SBM3(
    .clk(clk),
    .ren(ren && (sub_sub_raddr == 2'b11)),
    .wen(wen && (sub_sub_waddr == 2'b11)),
    .addr((sub_sub_raddr == 2'b11) ? raddr[6:0] : waddr[6:0]),
    .din(din),
    .fdout(fdout3)
);
assign tdout = (sub_sub_raddr[1])? (sub_sub_raddr[0]? fdout3 : fdout2) : (sub_sub_raddr[0]? fdout1 : fdout0);
endmodule
module Sub_Bank_Memory (clk, ren, wen, addr, din, fdout);
input clk;
input ren, wen;
input [7-1:0] addr;
input [8-1:0] din;
output reg [8-1:0] fdout;
reg [8-1:0] mem [128-1:0];  
always @(posedge clk) begin
    if(ren) begin  
        fdout <= (mem[addr])? mem[addr] : 8'b0000_0000;
    end
    else if ((!ren) && wen) begin
        mem[addr] <= din;
        fdout<= 8'b0000_0000;
    end
    else begin
        fdout <= 8'b0000_0000;  
    end
end
endmodule
```
`./run.sh`:
```
#!/bin/bash
# OpenROAD 26Q1-2900-gdf79404cd8, Yosys 0.63+post, stock flow scripts
make -C /OpenROAD-flow-scripts/flow DESIGN_CONFIG=/design/flow/config.mk WORK_HOME=/design/flow/orfs finish
```
`./config.mk`:
```
export PLATFORM = sky130hd
export DESIGN_NAME = Multi_Bank_Memory
export DESIGN_NICKNAME = Multi_Bank_Memory
export VERILOG_FILES = /design/flow/design.v
export SDC_FILE = /design/flow/constraint.sdc
export NUM_CORES = 4
export LEC_CHECK = 1
export CORE_UTILIZATION = 30
export SYNTH_MEMORY_MAX_BITS = 65536
```
`./constraint.sdc`:
```
current_design Multi_Bank_Memory

set clk_period 60.1
set clk_io_pct 0.2

create_clock -name clk0 -period $clk_period [get_ports {clk}]

set non_clock_inputs [all_inputs -no_clocks]
set_input_delay [expr $clk_period * $clk_io_pct] -clock clk0 $non_clock_inputs
set_output_delay [expr $clk_period * $clk_io_pct] -clock clk0 [all_outputs]
```
==> run summary <==
Physical implementation.

- The actual transition at the worst max-transition pin is 1.588 ns.
- The static leakage is 224.9 nW.
- The first global-routing pass estimated 3203 mm of wire.
- After clock tree synthesis, the setup repair step added 0 buffers.
- Dividing total power by cell area gives a power density of 33.85 nW/µm².
- The share of the core area taken by cells at floorplan is 0.3005.
- The initial antenna violation count came to 273.
- Yosys stat counts 36900 cells in the synthesized netlist.
- Looking at the worst setup and hold paths, the clock pins of their registers show a slew of 0.06 ns.
- Per the hold report, the tightest min-delay path originates at BM3.SBM2.mem[10][4].
- Nets still carrying antenna violations after routing amount to 0.
- The height of the die is 1.440 mm.
- The launch instance of the worst register-to-register path is BM1.SBM3.mem[26][6].
- The chip area line in the Yosys stat output reads 620700 µm².
- The count of library flops with an enable pin is 16380.
- The arrival time of data at the critical path endpoint is 19.23 ns.
- For this run, the register share of the synthesized area comes to 0.7971.
- The full die area is 2075000 µm².
- The average cell area after synthesis is 16.82 µm².
- TritonCTS reports the number of clock sinks as 16520.
- OpenSTA, run right after detailed placement, puts the worst setup slack at 40.84 ns.
- The maximum count of clock buffers along a single path is 6.
- The highest clock frequency the design can meet is 55.42 MHz.
- Checking hold timing, the worst path is listed with class reg -> reg.
- The number of warnings in the stage logs is 99.
- During synthesis, Yosys emitted a total of 2 warnings.
- The final setup slack of the worst path is 42.06 ns.
- The fraction of synthesized cell area taken by the top area cell type is 0.7927.
- The hold buffer count at CTS is 0.
- Per the synthesis report, the number of distinct cell types is 89.
- The final setup violation count is 0.
- The horizontal die dimension is 1.440 mm.
- The delay of the slowest cell on the worst path is 1.16 ns.
- Summing all flip-flop and latch instances after layout gives 494700 µm².
- The minimum period implied by the final worst setup slack is 18.04 ns.
- Per the power-grid run, VDD falls by no more than 0.00003158 V.
- The synthesized flop and latch total is 16520.
- Traced cell by cell, the critical path runs through buf_4 -> buf_4 -> nand2b_4 -> buf_4 -> mux2i_4 -> buf_4 -> buf_4 -> buf_4 -> buf_4 -> mux2_2 -> a221oi_1 -> a21oi_1 -> a221oi_1 -> o22ai_1 -> a2111oi_0 -> a31oi_2.
- The total buffers and inverters traversed by the critical path is 7.
- Looking at the cell usage after synthesis, the top flip-flop cell is sky130_fd_sc_hd__edfxtp_1.
- According to the I/O placement log, the pin count is 41.
- The share of flip-flops with an asynchronous set or reset is 0.
- The worst slew slack as a fraction of its limit is -0.05996.
- The dominant delay contributor by cell family on the critical path is buffers and inverters.
- After routing, the total negative slack on setup checks comes to 0 ns.
- Counting every instance in the synthesized netlist gives 36900.
- The final timing summary puts the cycle share of the worst path at 0.3002.
- The clock insertion delay at the later pin of the skew report is 1.37 ns.
- The endpoint class of the critical path is a flip-flop.
- The synthesis report lists the most area-consuming cells as sky130_fd_sc_hd__edfxtp_1 79%, sky130_fd_sc_hd__a22oi_1 3.7%, sky130_fd_sc_hd__mux2i_1 2.2%.
- The required time of the critical path is 61.28 ns.
- The global routing report lists combined usage of all routing layers as 0.2367.
- The count of buffers inserted at the top-level ports is 40.
- The total half-perimeter wirelength after legalization and detailed placement is 1451 mm.
- Between the synthesized netlist and the finished layout, the area growth was recorded as 17.19%.
- Setup repair after global routing left no endpoint under its margin.
- The H-tree was split into 7 levels.
- Buffers inserted during clock tree synthesis total 1676.
- The mapped netlist covers 620700 µm².
- Gates resized during post-CTS repair numbered 0.
- The report counts max-capacitance violations totalling 1.
- The report lists the number of standard-cell rows as 528.
- The final wirelength is 2351 mm.
- The final reports fail on max-capacitance violations, max-slew violations.
- Global routing finished with a remaining overflow of 0.
- The area of the core is 2065000 µm².
- In the final layout, the share of cells above drive strength 1 is 0.1567.
- The first-iteration detailed-routing DRC count is 34210.
- Hold timing on the final database bottoms out at a slack of 0.6876 ns.
- The CTS root buffer is sky130_fd_sc_hd__clkbuf_16.
- The first-pass detailed-route iteration total is 14.
- Leaving out buffers and inverters, the combinational logic in the layout accounts for 116900 µm².
- Per the synthesis report, the dominant area consumer among library cells is sky130_fd_sc_hd__edfxtp_1.
- Detailed routing inserted a total of 388200 vias.
- The most numerous cell on the critical path is sky130_fd_sc_hd__buf_4.
- The run finished, with violations left.
- The filler cells instantiated in the layout total 190800.
- In the routed layout, each cell is associated on average with a via count of 5.640.
- TritonCTS built the clock tree.
- The worst setup path is of the in -> reg kind.
- The final timing report lists a hold violation count of 0.
- The max-slew violation count is 7.
- The kind of start point of the critical path is an input port.
- The critical-path cell with the highest stage delay is sky130_fd_sc_hd__a2111oi_0.
- After detailed routing, the number of remaining DRC violations is 0.
- The final weighted congestion of routability-driven global placement is 0.9678.
- The final worst clock skew is 0.1254 ns.
- Dividing the detail-routed wire length by the instance count gives 34.16 µm.
- The first element of the critical path is raddr[7].
- Looking at the critical path, the highest net fanout was 36.
- The maximum number of pins on one net before global-route repair is 147.
- The via count of the first global-routing pass was 400900.
cell usage after synthesis, types with 180 or more instances:
cell type / instances
sky130_fd_sc_hd__edfxtp_1: 16380
sky130_fd_sc_hd__a22oi_1: 3093
sky130_fd_sc_hd__nand2_1: 2660
sky130_fd_sc_hd__nor2_1: 1458
sky130_fd_sc_hd__o22ai_1: 1414
sky130_fd_sc_hd__a21oi_1: 1404
sky130_fd_sc_hd__mux2i_1: 1368
sky130_fd_sc_hd__clkbuf_1: 1081
sky130_fd_sc_hd__nor3_1: 1068
sky130_fd_sc_hd__buf_2: 981
sky130_fd_sc_hd__a221oi_1: 866
sky130_fd_sc_hd__o21ai_0: 731
sky130_fd_sc_hd__buf_1: 619
sky130_fd_sc_hd__a31oi_1: 530
sky130_fd_sc_hd__a222oi_1: 528
sky130_fd_sc_hd__nand3_1: 340
sky130_fd_sc_hd__o221ai_1: 288
sky130_fd_sc_hd__a22o_1: 241
sky130_fd_sc_hd__a41oi_1: 218
sky130_fd_sc_hd__nand4_1: 182
sky130_fd_sc_hd__nor4_1: 180
layer usage:
layer  track usage  part of all wire
met4        0.1235             0.064
met5       0.06908            0.0061
met1        0.2215              0.28
met2        0.3211              0.42
met3        0.2350              0.22
cells by family (layout without fill, tap and decap cells):
group,Yosys count,after routing,synth area share
AOI/OAI and AO/OA,9956,9956,0.1145
buffers and inverters,2788,6505,0.01956
DFF,16520,16520,0.7971
muxes,1558,1558,0.02690
other,0,651,0
and+or+nand+nor,6078,6078,0.04199
stage by stage:
stage / total power (W) / area [µm²] / std cells / util
2_1_floorplan: 0.01361 / 620700 / 36900 / -
3_3_place_gp: 0.01463 / 673400 / 65180 / 0.3261
3_5_place_dp: 0.01463 / 673400 / 65180 / 0.3261
4_1_cts: 0.02457 / 725700 / 68180 / 0.3514
5_1_grt: 0.02510 / 726800 / 68610 / 0.3519
6_report: 0.02462 / 727300 / 68830 / 0.3522
area by class of cell:
cell class / instances / share of cell area
clock inverter: 900 / 0.01116
tap: 27560 / 0.04741
multi-input combinational: 17590 / 0.1608
sequential: 16520 / 0.6802
antenna: 651 / 0.002240
clock buffer: 2095 / 0.06072
inverter: 5 / 0.00002580
timing repair buffer: 3505 / 0.03751
power by group:
group          internal, W  total (W)  switching [W]
clock              0.00579     0.0102        0.00436
sequential          0.0127     0.0127      0.0000186
combinational     0.000386    0.00179        0.00140
total               0.0188     0.0246        0.00578
worst reg2reg max path, delay by kind of cell, from the launching register on:
kind | cells | cell delay [ns]
AND/OR/NAND/NOR | 2 | 1.79
AND-OR/OR-AND | 4 | 0.88
flip-flops | 1 | 0.36
worst paths after layout:
| check | depth (start not counted) | slack, ns | to |
|---|---|---|---|
| setup reg to reg | 6 | 56.85 | BM1.SBM3.fdout[6] |
| hold / removal | 3 | 0.69 | BM3.SBM2.fdout[4] |
| hold reg to reg | 3 | 0.69 | BM3.SBM2.fdout[4] |
| setup / recovery | 16 | 42.06 | BM1.SBM2.fdout[3] |
cells in the final DEF, fill, tap and decap left out, types with 182 or more instances in the layout:
cell | synthesis | layout
sky130_fd_sc_hd__nand2_1 | 2660 | 2558
sky130_fd_sc_hd__nor3_1 | 1068 | 1062
sky130_fd_sc_hd__nor2_1 | 1458 | 1378
sky130_fd_sc_hd__nand4_1 | 182 | 182
sky130_fd_sc_hd__a41oi_1 | 218 | 212
sky130_fd_sc_hd__a222oi_1 | 528 | 528
sky130_fd_sc_hd__mux2i_1 | 1368 | 1324
sky130_fd_sc_hd__a22o_1 | 241 | 241
sky130_fd_sc_hd__buf_4 | 84 | 3406
sky130_fd_sc_hd__clkbuf_1 | 1081 | 370
sky130_fd_sc_hd__nand3_1 | 340 | 339
sky130_fd_sc_hd__diode_2 | 0 | 651
sky130_fd_sc_hd__o21ai_0 | 731 | 717
sky130_fd_sc_hd__clkinv_1 | 0 | 353
sky130_fd_sc_hd__a221oi_1 | 866 | 866
sky130_fd_sc_hd__a21oi_1 | 1404 | 1394
sky130_fd_sc_hd__o22ai_1 | 1414 | 1414
sky130_fd_sc_hd__clkinv_2 | 0 | 307
sky130_fd_sc_hd__clkbuf_16 | 0 | 1690
sky130_fd_sc_hd__a31oi_1 | 530 | 509
sky130_fd_sc_hd__edfxtp_1 | 16380 | 16380
sky130_fd_sc_hd__o221ai_1 | 288 | 288
sky130_fd_sc_hd__a22oi_1 | 3093 | 3093
Power and IR drop assume default switching activity.
